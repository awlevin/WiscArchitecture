==> design.v <==
module dff (q, d, wen, clk, rst);
    output         q;  
    input          d;  
    input 	   wen;  
    input          clk;  
    input          rst;  
    reg            state;
    assign q = state;
    always @(posedge clk) begin
      state = rst ? 0 : (wen ? d : state);
    end
endmodule
module Execute_Memory_Reg(clk, rst_n, zero_in, zero_out, alu_result_in, alu_result_out, dataIn_in, dataIn_out,dstReg_in, dstReg_out,srcReg1_in,srcReg1_out,srcReg2_in,srcReg2_out);
input clk, rst_n, zero_in;
output zero_out;
input [15:0] alu_result_in, dataIn_in;
input [3:0] dstReg_in,srcReg1_in,srcReg2_in;
output [3:0] dstReg_out,srcReg1_out,srcReg2_out;
output [15:0] alu_result_out, dataIn_out;
dff_16bit dataIn(.clk(clk), .rst(~rst_n), .q(dataIn_out), .d(dataIn_in), .wen(1'b1));
dff_16bit alu_result(.clk(clk), .rst(~rst_n), .q(alu_result_out), .d(alu_result_in), .wen(1'b1));
dff zero(.clk(clk), .rst(~rst_n), .q(zero_out), .d(zero_in), .wen(1'b1));
dff_4bit dstReg(.clk(clk), .rst(~rst_n), .q(dstReg_out), .d(dstReg_in), .wen(1'b1));
dff_4bit srcReg1(.clk(clk), .rst(~rst_n), .q(srcReg1_out), .d(srcReg1_in), .wen(1'b1));
dff_4bit srcReg2(.clk(clk), .rst(~rst_n), .q(srcReg2_out), .d(srcReg2_in), .wen(1'b1));
endmodule
module dff_16bit(clk, rst, q, d, wen);
input wen, clk, rst;
input [15:0] d;
output [15:0] q;
dff	b15(.q(q[15]), .d(d[15]), .wen(wen), .clk(clk), .rst(rst)),
    	b14(.q(q[14]), .d(d[14]), .wen(wen), .clk(clk), .rst(rst)),
   	b13(.q(q[13]), .d(d[13]), .wen(wen), .clk(clk), .rst(rst)),
    	b12(.q(q[12]), .d(d[12]), .wen(wen), .clk(clk), .rst(rst)),
    	b11(.q(q[11]), .d(d[11]), .wen(wen), .clk(clk), .rst(rst)),
    	b10(.q(q[10]), .d(d[10]), .wen(wen), .clk(clk), .rst(rst)),
    	b9(.q(q[9]), .d(d[9]), .wen(wen), .clk(clk), .rst(rst)),
    	b8(.q(q[8]), .d(d[8]), .wen(wen), .clk(clk), .rst(rst)),
    	b7(.q(q[7]), .d(d[7]), .wen(wen), .clk(clk), .rst(rst)),
    	b6(.q(q[6]), .d(d[6]), .wen(wen), .clk(clk), .rst(rst)),
    	b5(.q(q[5]), .d(d[5]), .wen(wen), .clk(clk), .rst(rst)),
    	b4(.q(q[4]), .d(d[4]), .wen(wen), .clk(clk), .rst(rst)),
    	b3(.q(q[3]), .d(d[3]), .wen(wen), .clk(clk), .rst(rst)),
    	b2(.q(q[2]), .d(d[2]), .wen(wen), .clk(clk), .rst(rst)),
    	b1(.q(q[1]), .d(d[1]), .wen(wen), .clk(clk), .rst(rst)),
    	b0(.q(q[0]), .d(d[0]), .wen(wen), .clk(clk), .rst(rst));
endmodule
module dff_4bit(clk, rst, q, d, wen);
input wen, clk, rst;
input [3:0] d;  
output [3:0] q;  
dff	b3(.q(q[3]), .d(d[3]), .wen(wen), .clk(clk), .rst(rst)),
    	b2(.q(q[2]), .d(d[2]), .wen(wen), .clk(clk), .rst(rst)),
    	b1(.q(q[1]), .d(d[1]), .wen(wen), .clk(clk), .rst(rst)),
    	b0(.q(q[0]), .d(d[0]), .wen(wen), .clk(clk), .rst(rst));
endmodule
==> run.sh <==
#!/bin/bash
# OpenROAD 26Q1-2900-gdf79404cd8, Yosys 0.63+post, stock flow scripts
make -C /OpenROAD-flow-scripts/flow DESIGN_CONFIG=/design/flow/config.mk WORK_HOME=/design/flow/orfs finish
==> config.mk <==
export PLATFORM = sky130hd
export DESIGN_NAME = Execute_Memory_Reg
export DESIGN_NICKNAME = Execute_Memory_Reg
export VERILOG_FILES = /design/flow/design.v
export SDC_FILE = /design/flow/constraint.sdc
export NUM_CORES = 4
export LEC_CHECK = 1
export CORE_AREA = 10 10 105 105
export DIE_AREA = 0 0 115 115
==> constraint.sdc <==
current_design Execute_Memory_Reg

set clk_period 1.0
set clk_io_pct 0.2

create_clock -name clk0 -period $clk_period [get_ports {clk}]

set non_clock_inputs [all_inputs -no_clocks]
set_input_delay [expr $clk_period * $clk_io_pct] -clock clk0 $non_clock_inputs
set_output_delay [expr $clk_period * $clk_io_pct] -clock clk0 [all_outputs]
==> metrics.log <==
[metrics] run summary
INFO  metric rsz0062_at_grt = false
INFO  metric final.setup.tns = 0 ns
INFO  metric static-leakage-power = 0.966 nW
INFO  metric synth.ff_latch_count = roughly 45
INFO  metric path_max_fanout = 1
INFO  metric dieHeight = 115 um
INFO  metric via_count_of_the_first_global_routing_pass = 1011
INFO  metric worst_hold_path_type = input pin to flop
INFO  metric critical_path_arrival = 0.76 ns
INFO  metric synth-warning-count = 1
INFO  metric cts_root_buffer = sky130_fd_sc_hd__clkbuf_8
INFO  metric nFillCells = 930
INFO  metric floorplanUtilization = 0.181
INFO  metric syn-instance-count = around 140
INFO  metric route.antenna.remaining_nets = 0
INFO  metric mappedNetlistArea = 1590 um^2
INFO  metric wl_per_cell = approximately 12 um
INFO  metric layout-drive-gt1-share = 0.565
INFO  metric critical_path.n_buffers_inverters = 1
INFO  metric topCellsByArea = sky130_fd_sc_hd__dfxtp_1 (57%), sky130_fd_sc_hd__and2_2 (21%), sky130_fd_sc_hd__buf_4 (21%)
INFO  metric critical_path.top_delay_family = flip-flops
INFO  metric drt_first_pass_iters = 2
INFO  metric finalHoldViolCount = 0
INFO  metric cpMaxStageDelayCell = sky130_fd_sc_hd__dfxtp_1
INFO  metric run_status = finished clean
INFO  metric cts_sinks = roughly 45
INFO  metric route.antenna.diode_count = 0
INFO  metric port_buffer_count = 91
INFO  metric area_delta_synth_final = 37.2%
INFO  metric pre_cts_slack = -0.170 ns
INFO  metric crit_chain = clkdlybuf4s15_1
INFO  metric worst_slew_margin_rel = 0.865
INFO  metric critPathCaptureType = primary output
INFO  metric min_path_cells = 2
INFO  metric unique_cell_types = 4
INFO  metric mostFrequentLayoutCell = sky130_fd_sc_hd__clkdlybuf4s50_1
INFO  metric layout_setup_ws = 0.0447 ns
INFO  metric io-pin-count = between 90 and 100
INFO  metric drc_errors = 0
INFO  metric drt_iter0_drc = 35
INFO  metric critical_path_depth = 1
INFO  metric tightest_slew = 0.202 ns
INFO  metric cp.required = 0.80 ns
INFO  metric cp_slowest_stage_delay = 0.31 ns
INFO  metric netlist.area_leader.share = 0.567
INFO  metric grt_first_pass_wirelength = roughly 5400 um
INFO  metric final_min_period_over_clock_period = 0.955
INFO  metric cts_tree = done
INFO  metric detail_route.wirelength = 3610 um
INFO  metric final_layout_top_logic_cells = sky130_fd_sc_hd__clkdlybuf4s50_1 (46), sky130_fd_sc_hd__and2_2 (45), sky130_fd_sc_hd__dfxtp_1 (32)
INFO  metric openroad.warnings = 25
INFO  metric post_cts_repair_setup_buffers = 0
INFO  metric gp_congestion = 0.653
INFO  metric synth_seq_share = 0.567
INFO  metric post-route-min-period = 0.955 ns
INFO  metric grt_overflow_total = 0
INFO  metric criticalPathCategory = flop to primary output
INFO  metric yosys-stat-area = 1590 um^2
INFO  metric setup_viol = 0
INFO  metric dr_total_vias = 958
INFO  metric worst_setup_hold_path_clk_slew = 0.08 ns
INFO  metric finalMaxSlewViolations = 0
INFO  metric max_cap_violations = 0
INFO  metric critical_path.startpoint_type = flop
INFO  metric max_freq = 1.05 GHz
INFO  metric instances_no_fill = between 200 and 300
INFO  metric cts-htree-levels = 2
INFO  metric die_x = about 120 um
INFO  metric core.rowCount = 34
INFO  metric ys_cells = between 100 and 150
INFO  metric initial_antenna_violation_count = 0
INFO  metric grt_util_all_layers = 0.0516
INFO  metric design.core.area = between 8000 and 9000 um^2
INFO  metric clockBufferDepth = 2
INFO  metric pwr_density_cell = 1530 nW/um^2
INFO  metric peakVddDrop = roughly 0.46 mV
INFO  metric vias_per_cell = 3.20
INFO  metric synth_area_per_cell = 11.5 um^2
INFO  metric cell_type_contributing_the_most_total_cell_area_after_synthesis = sky130_fd_sc_hd__dfxtp_1
INFO  metric chip_area = about 13000 um^2
INFO  metric grt_max_degree = 28
INFO  metric place_inst = 291
INFO  metric cts_buffers = 5
[through the flow]
stage	area (um^2)	utilization	hold WS, ns	total power, mW
finish	2180	0.249	0.500	3.33
global placement	2300	0.262	0.791	2.41
CTS	2280	0.260	0.485	3.45
global route	2180	0.249	0.482	3.53
floorplan	1590	-	0.336	2.14
detailed placement	2300	0.262	0.797	2.41
[final cells by class]
type / instances / area [um^2] / share of cell area
sequential: 45 / 917 / 0.421
tap: 108 / 135 / 0.0620
clock buffer: 8 / 80.1 / 0.0367
multi-input combinational: 45 / 338 / 0.155
timing repair buffer: 93 / 711 / 0.326
[kinds of logic (layout without fill, tap and decap cells)]
family	Yosys count	in the layout	share of synthesized area
flip-flops	45	45	0.567
AND/OR/NAND/NOR	45	45	0.213
buffers and inverters	48	101	0.220
[where the power goes]
group / internal [mW] / switching (mW)
logic: 0.283 / 0.0742
registers: 1.89 / 0.0213
clock network: 0.497 / 0.560
[worst paths after layout]
path | endpoint | from
setup / recovery | alu_result_out[1] | alu_result.b1.state$_SDFF_PN0_
hold / removal | alu_result.b11.state$_SDFF_PN0_ | alu_result_in[11]
[Yosys cell counts]
master and number:
sky130_fd_sc_hd__buf_4 44, sky130_fd_sc_hd__and2_2 45, sky130_fd_sc_hd__dfxtp_1 45, sky130_fd_sc_hd__clkbuf_2 4
[what timing repair did]
| action | 4_1_cts | 5_1_grt |
|---|---|---|
| setup endpoints to repair | 45 | 21 |
| hold buffers | 0 | 0 |
| resized | 124 | 27 |
[routing by layer]
layer | track usage | vias to the layer above | part of all wire
met5 | 0 | - | 0
met4 | 0.0107 | 0 | 0.023
met3 | 0.0269 | 5 | 0.13
met2 | 0.0818 | 56 | 0.46
met1 | 0.0614 | 427 | 0.39
li1 | - | 470 | -
Power and IR drop assume default switching activity.
