--- design.v ---
module dff (q, d, wen, clk, rst);
    output         q;  
    input          d;  
    input 	   wen;  
    input          clk;  
    input          rst;  
    reg            state;
    assign q = state;
    always @(posedge clk) begin
      state = rst ? 0 : (wen ? d : state);
    end
endmodule
module Decode_Execute_Reg(clk, rst_n, stall_en, rd1_in, rd2_in, rd1_out, rd2_out, sign_ext_in, sign_ext_out, dstReg_in, dstReg_out,srcReg1_in,srcReg1_out,srcReg2_in,srcReg2_out,is_LLB_or_LHB_in,is_LLB_or_LHB_out,is_PCS_in,is_PCS_out);
input clk, rst_n, stall_en;
input [15:0] rd1_in, rd2_in, sign_ext_in;  
input [3:0] dstReg_in,srcReg1_in,srcReg2_in;
input is_LLB_or_LHB_in,is_PCS_in;
output is_LLB_or_LHB_out,is_PCS_out;
output [3:0] dstReg_out,srcReg1_out,srcReg2_out;
output [15:0] rd1_out, rd2_out, sign_ext_out;
wire rst;
assign rst = ~rst_n | stall_en;
dff_16bit rd1(.clk(clk), .rst(rst), .q(rd1_out), .d(rd1_in), .wen(1'b1));
dff_16bit rd2(.clk(clk), .rst(rst), .q(rd2_out), .d(rd2_in), .wen(1'b1));
dff_16bit sign_ext(.clk(clk), .rst(rst), .q(sign_ext_out), .d(sign_ext_in), .wen(1'b1));
dff_4bit dstReg(.clk(clk), .rst(rst), .q(dstReg_out), .d(dstReg_in), .wen(1'b1));
dff_4bit srcReg1(.clk(clk), .rst(rst), .q(srcReg1_out), .d(srcReg1_in), .wen(1'b1));
dff_4bit srcReg2(.clk(clk), .rst(rst), .q(srcReg2_out), .d(srcReg2_in), .wen(1'b1));
dff is_llb_or_lhb(.clk(clk), .rst(rst), .q(is_LLB_or_LHB_out), .d(is_LLB_or_LHB_in), .wen(~stall_en));
dff is_PCS(.clk(clk), .rst(rst), .q(is_PCS_out), .d(is_PCS_in), .wen(~stall_en));
endmodule
module dff_16bit(clk, rst, q, d, wen);
input wen, clk, rst;
input [15:0] d;
output [15:0] q;
dff	b15(.q(q[15]), .d(d[15]), .wen(wen), .clk(clk), .rst(rst)),
    	b14(.q(q[14]), .d(d[14]), .wen(wen), .clk(clk), .rst(rst)),
   	b13(.q(q[13]), .d(d[13]), .wen(wen), .clk(clk), .rst(rst)),
    	b12(.q(q[12]), .d(d[12]), .wen(wen), .clk(clk), .rst(rst)),
    	b11(.q(q[11]), .d(d[11]), .wen(wen), .clk(clk), .rst(rst)),
    	b10(.q(q[10]), .d(d[10]), .wen(wen), .clk(clk), .rst(rst)),
    	b9(.q(q[9]), .d(d[9]), .wen(wen), .clk(clk), .rst(rst)),
    	b8(.q(q[8]), .d(d[8]), .wen(wen), .clk(clk), .rst(rst)),
    	b7(.q(q[7]), .d(d[7]), .wen(wen), .clk(clk), .rst(rst)),
    	b6(.q(q[6]), .d(d[6]), .wen(wen), .clk(clk), .rst(rst)),
    	b5(.q(q[5]), .d(d[5]), .wen(wen), .clk(clk), .rst(rst)),
    	b4(.q(q[4]), .d(d[4]), .wen(wen), .clk(clk), .rst(rst)),
    	b3(.q(q[3]), .d(d[3]), .wen(wen), .clk(clk), .rst(rst)),
    	b2(.q(q[2]), .d(d[2]), .wen(wen), .clk(clk), .rst(rst)),
    	b1(.q(q[1]), .d(d[1]), .wen(wen), .clk(clk), .rst(rst)),
    	b0(.q(q[0]), .d(d[0]), .wen(wen), .clk(clk), .rst(rst));
endmodule
module dff_4bit(clk, rst, q, d, wen);
input wen, clk, rst;
input [3:0] d;  
output [3:0] q;  
dff	b3(.q(q[3]), .d(d[3]), .wen(wen), .clk(clk), .rst(rst)),
    	b2(.q(q[2]), .d(d[2]), .wen(wen), .clk(clk), .rst(rst)),
    	b1(.q(q[1]), .d(d[1]), .wen(wen), .clk(clk), .rst(rst)),
    	b0(.q(q[0]), .d(d[0]), .wen(wen), .clk(clk), .rst(rst));
endmodule
--- run.sh ---
#!/bin/bash
# OpenROAD 26Q1-2900-gdf79404cd8, Yosys 0.63+post, stock flow scripts
make -C /OpenROAD-flow-scripts/flow DESIGN_CONFIG=/design/flow/config.mk WORK_HOME=/design/flow/orfs finish
--- config.mk ---
export PLATFORM = sky130hd
export DESIGN_NAME = Decode_Execute_Reg
export DESIGN_NICKNAME = Decode_Execute_Reg
export VERILOG_FILES = /design/flow/design.v
export SDC_FILE = /design/flow/constraint.sdc
export NUM_CORES = 4
export LEC_CHECK = 1
export CORE_AREA = 10 10 114 114
export DIE_AREA = 0 0 124 124
--- constraint.sdc ---
current_design Decode_Execute_Reg

set clk_period 1.0
set clk_io_pct 0.2

create_clock -name clk0 -period $clk_period [get_ports {clk}]

set non_clock_inputs [all_inputs -no_clocks]
set_input_delay [expr $clk_period * $clk_io_pct] -clock clk0 $non_clock_inputs
set_output_delay [expr $clk_period * $clk_io_pct] -clock clk0 [all_outputs]
==> CHANGELOG.md <==
### Physical design

- Status: complete, no violations
- Seq pwr share: 51.5%
- Ant diodes: 0
- CP delay by family, top: flip-flops
- Period utilisation layout: 95.4%
- Clock power frac: 38.5%
- Post-Synthesis Cells: 196
- Min Tclk post-route: 0.954 ns
- Int Power: 0.00396 W
- Area grow syn2layout: 35.4%
- Biggest area cells: dfxtp_1 (53%), buf_4 (19%), and3b_2 (13%), and3b_1 (12%), buf_2 (1.3%)
- Critical Path Sink Type: primary output
- Chip area: 15400 sq um
- Max_slew headroom: 88.6%
- Cell Type Count: 6
- Hold buffers post-CTS: 0
- Clock Tree Buf Depth: 2
- CP startpoint kind: flip-flop
- Endpoints failing setup: 0
- Crit path DAT: 0.75 ns
- Routed vias: 1446
- Least-Margin Pin Slew: 0.171 ns
- Flop area: 1240 sq um
- Drt drc: 0
- Pre-Repair DR Iteration Count: 3
- Top-area cell share: 53.2%
- GRT Util Overall: 7.60%
- Ys flop type: dfxtp_1
- Tool warning count: 26
- DR WL/cell: 15.2 um
- 1st-iter DRT viols: 67
- Final hold slack: 0.358 ns
- Worst Hold Class: in -> reg
- Port bufs: 126
- Pins Over Slew Limit: 0
- Cell Area, Synth: 2330 sq um
- CP Class: reg -> out
- YS chip area: 2330 sq um
- First-pass GRT wire length: 9.14 mm
- Max-cap violations: 0
- Sw Pwr: 0.00107 W
- Vias in the first global route: 1510
- Vias per inst: 3.57
- Yosys stat cell total: 196
- Buf/Inv on CP: 1
- Fraction of layout cells with a size suffix above 1: 42.4%
- TritonCTS clock tree: yes
- DRT antenna net count: 0
- Filler cells: 1068
- Area leader, netlist: dfxtp_1
- Post-synth ARST share: 0%
- Routed wire length: 6.16 mm
- Pwr Density: 1590 nW/um^2
- CP max stage cell: dfxtp_2
- Leak: 1.62 nW
- Pre-CTS setup slack: -0.00364 ns
- CP max stage delay: 0.31 ns
- Maximum vdd drop: 0.456 mV
- # Post-CTS Setup Buffers: 0
- Final Hold Vio Count: 0
- Synth top cell by count: dfxtp_1
- Synth Seq Share: 53.2%
- Fp util: 22.4%
- CTS buffer count: 9
- TritonCTS Sinks: 62
- Final Wtd Congestion: 0.749
- Largest net degree at the start of global routing: 51
- CP Data Required Time: 0.80 ns
- Core area: 10400 sq um
- Top cells by count: dfxtp_1 (62), buf_4 (60), and3b_1 (31), and3b_2 (31)
- CTS HTree Levels: 3
- Fin worst setup slack: 0.0458 ns
- Comb area: 582 sq um
- Fmax: 1.05 GHz
- Crit-path max FO: 1
- RSZ-0062 raised after global routing: true
- CTS clk-pin slew, worst paths: 0.07 ns
- Std-Cell Rows: 37
- Gr ovfl total: 0
- Syn Area/Cell: 11.9 sq um
- CTS Root Cell: clkbuf_8
- Ys Warns: 1
- Post-synth regs: 62
- Net Sw Frac: 21.2%
- Crit-path cells: buf_2
- Comb power frac: 10.1%
- EDFF count, synth: 0
- Die X: 124 um
- Antenna violations before repair: 0
- Die extent in y: 124 um
- I/O Pins: 127
kinds of logic (layout without fill, tap and decap cells):
| logic type | Yosys count | count (layout) | share of synthesized area [%] |
|---|---|---|---|
| buf+inv | 72 | 145 | 21.9 |
| flops | 62 | 62 | 53.2 |
| simple gates | 62 | 62 | 24.9 |
final timing paths:
| check | start | endpoint | slack [ns] | cells after the start |
|---|---|---|---|---|
| worst min-delay path | rst_n | rd1.b10.state$_SDFF_PP0_ | 0.36 | 3 |
| worst max-delay path | rd1.b10.state$_SDFF_PP0_ | rd1_out[10] | 0.05 | 1 |
stage by stage:
stage,instance area [sq um],TNS [ns],instances,utilization (%),total power (W)
floorplan,2330,0,196,-,0.00289
global placement,3300,-0.0116,390,31.7,0.00325
detailed placement,3300,-0.00364,390,31.7,0.00326
CTS,3160,0,405,30.3,0.00515
global route,3160,-0.00319,405,30.3,0.00530
finish,3160,0,405,30.3,0.00503
power groups by stage:
stage	registers, W	logic (W)	clock network [W]
CTS	0.00259	0.000525	0.00203
global route	0.00260	0.000557	0.00215
finish	0.00259	0.000506	0.00194
cell type report:
| type | instances | area share, % |
|---|---|---|
| Clock buffer | 14 | 5.15 |
| Clock inverter | 1 | 0.158 |
| Multi-Input combinational cell | 62 | 18.4 |
| Sequential cell | 62 | 39.4 |
| Tap cell | 136 | 5.38 |
| Timing Repair Buffer | 130 | 31.5 |
cells in the final DEF, fill, tap and decap left out, types with 2 or more instances in the layout:
cell type,instances
clkdlybuf4s50_1,62
buf_4,2
dfxtp_2,3
buf_12,2
and3b_1,31
clkbuf_8,11
dfxtp_1,59
clkbuf_1,3
and3b_2,31
buf_2,64
metal layers:
metal	global-route usage [%]	part of all wire [%]	up-vias	wire, um
li1	-	-	723	-
met4	1.80	2.6	0	159
met1	8.83	37	655	2260
met3	2.57	9.2	10	568
met5	0	0	-	0
met2	13.2	51	58	3160
what timing repair did:
| action | 4_1_cts | 5_1_grt |
|---|---|---|
| hold endpoints to repair | 0 | 0 |
| endpoints found under the setup margin | 62 | 1 |
| gates resized | 200 | 1 |
Power is estimated from default activity; no workload was simulated.
