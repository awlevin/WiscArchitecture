File: ./run.sh
#!/bin/bash
# OpenROAD 26Q1-2900-gdf79404cd8, Yosys 0.63+post, stock flow scripts
make -C /OpenROAD-flow-scripts/flow DESIGN_CONFIG=/design/flow/config.mk WORK_HOME=/design/flow/orfs finish
File: ./config.mk
export PLATFORM = sky130hd
export DESIGN_NAME = Memory_WriteBack_Reg
export DESIGN_NICKNAME = Memory_WriteBack_Reg
export VERILOG_FILES = /design/flow/design.v
export SDC_FILE = /design/flow/constraint.sdc
export NUM_CORES = 4
export LEC_CHECK = 1
export CORE_AREA = 10 10 108 108
export DIE_AREA = 0 0 118 118
File: ./constraint.sdc
current_design Memory_WriteBack_Reg

set clk_period 1.0
set clk_io_pct 0.2

create_clock -name clk0 -period $clk_period [get_ports {clk}]

set non_clock_inputs [all_inputs -no_clocks]
set_input_delay [expr $clk_period * $clk_io_pct] -clock clk0 $non_clock_inputs
set_output_delay [expr $clk_period * $clk_io_pct] -clock clk0 [all_outputs]
File: ./design.v
module dff (q, d, wen, clk, rst);
    output         q;  
    input          d;  
    input 	   wen;  
    input          clk;  
    input          rst;  
    reg            state;
    assign q = state;
    always @(posedge clk) begin
      state = rst ? 0 : (wen ? d : state);
    end
endmodule
module Memory_WriteBack_Reg(clk, rst_n, read_data_in, read_data_out, alu_result_in, alu_result_out ,dstReg_in, dstReg_out);
input clk, rst_n;
input [15:0] read_data_in, alu_result_in;
input [3:0] dstReg_in;
output [3:0] dstReg_out;
output [15:0] read_data_out, alu_result_out;
dff_16bit read_data(.clk(clk), .rst(~rst_n), .q(read_data_out), .d(read_data_in), .wen(1'b1));
dff_16bit alu_result(.clk(clk), .rst(~rst_n), .q(alu_result_out), .d(alu_result_in), .wen(1'b1));
dff_4bit dstReg(.clk(clk), .rst(~rst_n), .q(dstReg_out), .d(dstReg_in), .wen(1'b1));
endmodule
module dff_16bit(clk, rst, q, d, wen);
input wen, clk, rst;
input [15:0] d;
output [15:0] q;
dff	b15(.q(q[15]), .d(d[15]), .wen(wen), .clk(clk), .rst(rst)),
    	b14(.q(q[14]), .d(d[14]), .wen(wen), .clk(clk), .rst(rst)),
   	b13(.q(q[13]), .d(d[13]), .wen(wen), .clk(clk), .rst(rst)),
    	b12(.q(q[12]), .d(d[12]), .wen(wen), .clk(clk), .rst(rst)),
    	b11(.q(q[11]), .d(d[11]), .wen(wen), .clk(clk), .rst(rst)),
    	b10(.q(q[10]), .d(d[10]), .wen(wen), .clk(clk), .rst(rst)),
    	b9(.q(q[9]), .d(d[9]), .wen(wen), .clk(clk), .rst(rst)),
    	b8(.q(q[8]), .d(d[8]), .wen(wen), .clk(clk), .rst(rst)),
    	b7(.q(q[7]), .d(d[7]), .wen(wen), .clk(clk), .rst(rst)),
    	b6(.q(q[6]), .d(d[6]), .wen(wen), .clk(clk), .rst(rst)),
    	b5(.q(q[5]), .d(d[5]), .wen(wen), .clk(clk), .rst(rst)),
    	b4(.q(q[4]), .d(d[4]), .wen(wen), .clk(clk), .rst(rst)),
    	b3(.q(q[3]), .d(d[3]), .wen(wen), .clk(clk), .rst(rst)),
    	b2(.q(q[2]), .d(d[2]), .wen(wen), .clk(clk), .rst(rst)),
    	b1(.q(q[1]), .d(d[1]), .wen(wen), .clk(clk), .rst(rst)),
    	b0(.q(q[0]), .d(d[0]), .wen(wen), .clk(clk), .rst(rst));
endmodule
module dff_4bit(clk, rst, q, d, wen);
input wen, clk, rst;
input [3:0] d;  
output [3:0] q;  
dff	b3(.q(q[3]), .d(d[3]), .wen(wen), .clk(clk), .rst(rst)),
    	b2(.q(q[2]), .d(d[2]), .wen(wen), .clk(clk), .rst(rst)),
    	b1(.q(q[1]), .d(d[1]), .wen(wen), .clk(clk), .rst(rst)),
    	b0(.q(q[0]), .d(d[0]), .wen(wen), .clk(clk), .rst(rst));
endmodule
==> results.txt <==
flow finished, numbers: status complete, no violations, critical path, cell by cell clkdlybuf4s15_1, CTS sink count 36, yosys cell count 111, layout cells sized above 1 57.1%, post-synth top area cell dfxtp_1, PnR worst setup slack 0.0477 ns, DRT Pass-1 Iters 2, Horiz. Die Dim 118 microns, final hold violations 0, vias in the first global route 834, final setup violation count 0, io pins 74, Slew Limit Fails 0, Wirelength per Cell 11.7 microns, H-tree depth 2, maxcap violations 0, synth top area cells dfxtp_1 (56%), and2_2 (21%), buf_4 (21%), Site Rows 35, Tmin final 0.952 ns, CP required 0.80 ns, Buf+Inv Stages, Crit Path 1, CP max stage delay 0.31 ns, Util after Layout 20.1%, DRT iter0 DRCs 8, RSZ-0062 raised after global routing false, Init Core Util 13.7%, crit share post-route 95.2%, first-pass GRT wire length 5.12 mm, Flops after synth 36, CTS tree yes, share of power burned in registers 54.7%, Max FO, Critical Path 1, Top delay family on crit path flip-flops, n_diodes 0, startpoint class of the critical path register, number of vias per cell 2.67, P&R area growth vs syn 45.9%, Net Switching 0.000578 W, Post-Syn Area per Cell 11.5 sq um, antenna-violating nets left 0, Tool Warnings 25, synth warn 1, Comb power frac 10.7%, Worst VDD drop 0.000454 V, CORE AREA 9280 sq um, Cell Area, Synth 1280 sq um, pwr/cell area 1510 nW/um^2, clock root cell clkbuf_8, Post-Syn Instances 111, Clock Path Buffers 2, Unique cell types 4, slew margin rel. 87.8%, Finished Cell Area 1860 sq um, Sw Ratio 20.6%, Inserted Clock Buffers 5, register area share after synthesis 56.5%, Worst-Margin Slew 0.183 ns, die area 13,900 sq um, Pleak 0.784 nW, CP endpoint alu_result_out[0], Detailed Place HPWL 2.75 mm, Worst-path clk slew 0.07 ns, CP startpoint alu_result.b0.state$_SDFF_PN0_, WS Path Type reg2out, Slowest-stage cell, CP dfxtp_2, initial antenna violation count 0, f_max 1050 MHz, GRT overflow 0, Worst path depth 1, arrival time worst endpoint 0.75 ns, Internal Power 0.00223 W, Post-CTS Setup Inserts 0, Crit. End Element output port, routability cong. 0.641, placed cell area 1900 sq um, IO Port Bufs 73, Top-area cell share 56.5%, routed wire length 3.32 mm, most frequent logic cell in the layout clkdlybuf4s50_1, clock share of power 34.6%, Post-route DRC 0, Die H 118 microns, DP Worst Slack -0.162 ns, pin count of the biggest net entering global routing 24, vias 755, most numerous logic cells after layout clkdlybuf4s50_1 (37), and2_2 (36), dfxtp_1 (19), Chip Area, Yosys 1280 sq um, Total GRT Usage 4.78%, worst hold path type in2reg, hold slack final 0.512 ns
==> per-stage QoR <==
stage | TNS [ns] | std cells | power, W
finish | 0 | 283 | 0.00281
global route | 0 | 283 | 0.00299
CTS | 0 | 283 | 0.00291
detailed placement | -4.67 | 276 | 0.00194
global placement | -4.56 | 276 | 0.00193
floorplan | 0 | 111 | 0.00171
==> repair_timing <==
item,4_1_cts,5_1_grt
hold buffers,0,0
endpoints found under the setup margin,36,22
resized,94,31
==> worst min-delay path by stage <==
| stage | startpoint | endpoint | slack [ns] | depth (start not counted) |
|---|---|---|---|---|
| 4_1_cts | read_data_in[7] | read_data.b7.state$_SDFF_PN0_ | 0.50 | 2 |
| 5_1_grt | read_data_in[0] | read_data.b0.state$_SDFF_PN0_ | 0.51 | 2 |
| 6_report | read_data_in[7] | read_data.b7.state$_SDFF_PN0_ | 0.51 | 2 |
==> cell families (layout without fill, tap and decap cells) <==
kind of cell           after synthesis  after routing  synth area share, %
buffers and inverters               39             82                 22.4
flip-flops                          36             36                 56.5
AND/OR/NAND/NOR                     36             36                 21.2
==> area by class of cell <==
type,count,area [sq um]
Fill cell,1035,7420
Sequential cell,36,742
Timing Repair Buffer,75,611
Multi-Input combinational cell,36,270
Tap cell,129,161
Clock buffer,6,72.6
Clock inverter,1,5.00
==> power by group through the flow <==
| stage | sequential, W | clock, W | combinational, W |
|---|---|---|---|
| 4_1_cts | 0.00153 | 0.00105 | 0.000332 |
| 5_1_grt | 0.00154 | 0.00111 | 0.000334 |
| 6_report | 0.00153 | 0.000971 | 0.000299 |
==> per-layer routing <==
metal	global-route usage [%]	up-vias	share of wire (%)
met5	0	-	0
met4	0.541	0	0.48
met3	3.11	2	12
met2	7.24	46	44
met1	5.73	327	43
li1	-	380	-
==> synth_stat cells <==
library cell  number
buf_4             36
dfxtp_1           36
clkbuf_2           3
and2_2            36
Power and IR drop assume default switching activity.
